`/design/flow/run.sh`:
```
#!/bin/bash
# OpenROAD 26Q1-2900-gdf79404cd8, Yosys 0.63+post, stock flow scripts
make -C /OpenROAD-flow-scripts/flow DESIGN_CONFIG=/design/flow/config.mk WORK_HOME=/design/flow/orfs finish
```
`/design/flow/config.mk`:
```
export PLATFORM = sky130hd
export DESIGN_NAME = booth_multiplier
export DESIGN_NICKNAME = booth_multiplier
export VERILOG_FILES = /design/flow/design.v
export SDC_FILE = /design/flow/constraint.sdc
export NUM_CORES = 4
export LEC_CHECK = 1
export CORE_UTILIZATION = 40
```
`/design/flow/constraint.sdc`:
```
current_design booth_multiplier

set clk_period 24.3
set clk_io_pct 0.2

create_clock -name clk0 -period $clk_period [get_ports {clk}]

set non_clock_inputs [all_inputs -no_clocks]
set_input_delay [expr $clk_period * $clk_io_pct] -clock clk0 $non_clock_inputs
set_output_delay [expr $clk_period * $clk_io_pct] -clock clk0 [all_outputs]
```
`/design/flow/design.v`:
```
module booth_multiplier #(
    parameter N = 32
  ) (
    input clk,
    input rst,
    input en,
    input [N-1 : 0] a,
    input [N-1 : 0 ]b ,
    output reg [ (N*2) - 1 : 0] c
  );
  reg[N-1:0] A;
  reg[N:0] Q;
  reg [6:0] SC ; 
  reg signed [N*2:0] temp_c;
  reg [N-1: 0] multiplicand, multiplier;
  reg out_sign; 
  wire start;
  assign start = (SC ==  0);
  always @(posedge clk)
  begin
    if(rst == 1'b1)
    begin
      A = 0;
      SC = 0;
      c = 'bz;
    end
    else
    begin
        if(en)
        begin
          if(start)
          begin
              out_sign = a[N-1] ^ b[N-1];
              multiplicand = (a[N-1] == 1'b0)? a: ~a +1;
              multiplier = (b[N-1] == 1'b0)? b: ~b +1;
              Q[N:1] = multiplier; 
              Q[0] = 0;
          end
          case (Q[1:0])
            2'b01 :
              A = A + multiplicand;
            2'b10 :
              A = A - multiplicand;
            default:
              A = A;
          endcase
          temp_c = {A, Q};
          temp_c = temp_c >>> 1;
          Q[0] = temp_c[0];
          Q[N:1] = temp_c[N:1];
          A = temp_c[N*2:N+1];
          if(SC == N-1)
            begin
              SC = 0;
              c= (out_sign==0 ) ? temp_c[(N*2) -1 : 1] : ~temp_c[(N*2) -1 : 1] +1 ;
            end
          else
            begin
              SC <= SC+1;
            end
        end
        else
        begin
          c = 'bz;
        end
    end
  end
endmodule
```
==> metrics.csv <==
metric,value,unit
"Data arrival, critical path",11.46,ns
number of antenna violations at the first check in global routing,0,
CP bufs+invs,2,
mean instance size in the synthesized netlist,9.07,um^2
synth unique cells,85,
horizontal die dimension,178,um
synth-to-layout area growth,17.9,%
final standard cell count with taps included and fillers excluded,1872,
cell count after synthesis,1370,
routed wire length,34.4,mm
Setup Crit Path Kind,primary input to flip-flop,
global-route wire length before repair,54.0,mm
PD cells,92.1,nW/um^2
top-level I/O count,131,
hold crit path type,flip-flop to flip-flop,
transition time at the pin with the least slew margin,0.912,ns
Max IR drop VDD,0.0000423,V
quantity of I/O buffers inserted on ports,130,
cell breakdown of the critical path,"clkdlybuf4s50_1, inv_1, ha_1, or3b_1, o31ai_1, xor2_1, o21ai_1, nor4_1, and2_1, and3b_1, nor2_1, xnor2_1, ha_1, a21oi_1, o21ai_0, nor2_1, nor3b_1, o21bai_1, xor2_1, mux2i_1, nand4_1, or4_1, o21ai_0, xor2_1",
slowest cell delay on critical path,0.58,ns
maximum number of pins on one net before global-route repair,60,
cell at the root of the clock tree,sky130_fd_sc_hd__clkbuf_16,
fraction of synthesis flops using an asynchronous set or reset pin,0,
maximum level of the CTS H-tree,4,
average detailed-routed wire length per instance,18.4,um
diode count,0,
setup_tns,0,ns
"Primary FF master, synth",sky130_fd_sc_hd__edfxtp_1,
number of search-and-repair iterations in the first detailed-routing pass,5,
Critical-path top delay cell,sky130_fd_sc_hd__nor3b_1,
tool warning count,26,
DPL Wire Length,26.0,mm
Synth Register Bits,168,
dpl cells,1840,
total of hold buffers inserted after clock tree synthesis,0,
die area,31800,um^2
"most common cell after layout, fill and taps aside",sky130_fd_sc_hd__edfxtp_1,
minimum clock period after layout,11.29,ns
number of clock sinks,168,
DRC violation total after the first TritonRoute iteration,624,
Clock Latency Late Sink,0.43,ns
fp_density,0.406,
max cap viols,0,
number of global-route vias before repair,9946,
Leak Pwr,5.35,nW
global-route congestion overflow total,0,
number of design rule violations left after detail routing,0,
cell family with the largest share of critical-path delay,simple AND/OR/NAND/NOR gates,
fmax,0.0886,GHz
element type at the critical path end,flip-flop,
overall die height,178,um
post-route clock period utilization,0.464,
count of vias placed by the detailed router,10500,
vias per std cell,5.62,
Slew HR,0.391,
standard cell core area,30600,um^2
cell resize tally after clock tree synthesis,0,
TritonCTS clock tree,yes,
unrepaired setup endpoints after global routing,no,
yosys cell count,1370,
count of nets left with antenna violations after detail routing,0,
clk buf depth,2,
fraction of the yosys area taken by sequential cells,0.375,
GRT Total Usage,0.227,
synthesized cell area,12400,um^2
cell repeated most along the worst path,sky130_fd_sc_hd__xor2_1,
post-CTS setup buffer count,0,
dominant logic cell types in the final layout,"130 x sky130_fd_sc_hd__edfxtp_1, 129 x sky130_fd_sc_hd__clkdlybuf4s50_1, 122 x sky130_fd_sc_hd__nor2_1",
"Hold Vio Cnt, Final",0,
count of final setup violators,0,
clock slew at the register clock pins of the worst setup and hold paths,0.07,ns
Clock Skew,0.0125,ns
count of synthesis-stage warnings from yosys,3,
fraction of layout cells with a size suffix above 1,0.0725,
Required @ worst endpoint,24.48,ns
total clock buffers created by CTS,17,
num rows,64,
type of origin of the critical path,primary input,
status,"finished, final reports clean",
routability cong.,0.950,
Final Slew Violations,0,
Post-synth EDFFs,130,
chip area in the Yosys report,12400,um^2
crit path max fanout,9,
logic make-up (layout without fill, tap and decap cells):
family,Yosys count,after routing,share of synthesized area
adders and majority gates,39,39,0.0399
buffers and inverters,127,233,0.0403
DFF,168,168,0.375
muxes,36,36,0.0306
xor gates and xnor gates,164,164,0.116
AOI/OAI and AO/OA,378,378,0.205
and+or+nand+nor,458,458,0.193
registers in the layout, indices dropped and copies added (netlist names):
| signal | flops |
|---|---|
| multiplicand | 32 |
| A | 31 |
| c | 64 |
| Q | 33 |
| SC | 7 |
| out_sign | 1 |
synthesized netlist by cell type, drive strengths merged, types with 5 or more instances:
cell / number / share of area
xnor2: 91 / 0.064
nand4b: 7 / 0.0049
o21a: 17 / 0.010
nor2: 123 / 0.037
or4: 13 / 0.0085
xor2: 73 / 0.051
nor4b: 6 / 0.0071
o211ai: 7 / 0.0042
dfxtp: 38 / 0.061
and3: 14 / 0.0070
and2: 13 / 0.0065
a21oi: 86 / 0.035
o31a: 5 / 0.0035
edfxtp: 130 / 0.31
nand2b: 14 / 0.0070
nor3: 33 / 0.013
a211oi: 28 / 0.017
nor4: 15 / 0.010
mux2: 6 / 0.0054
o21bai: 6 / 0.0036
a31oi: 25 / 0.013
a41oi: 7 / 0.0049
a21o: 13 / 0.0079
ha: 38 / 0.038
or3: 25 / 0.014
o31ai: 28 / 0.019
buf: 19 / 0.0077
nor3b: 7 / 0.0042
mux2i: 29 / 0.023
clkbuf: 54 / 0.016
nand2: 117 / 0.035
nand4: 20 / 0.010
o41ai: 15 / 0.015
nor2b: 8 / 0.0040
or2: 13 / 0.0065
inv: 54 / 0.016
nand3: 13 / 0.0052
o21ai: 96 / 0.040
cell type report:
| type | instances | area [um^2] |
|---|---|---|
| Clock buffer | 18 | 429 |
| Fill cell | 2869 | 15900 |
| Sequential cell | 168 | 4660 |
| Timing Repair Buffer | 147 | 1420 |
| Clock inverter | 14 | 150 |
| Tap cell | 396 | 495 |
| Multi-Input combinational cell | 1075 | 7280 |
| Inverter | 54 | 203 |
power breakdown:
group	total, mW	internal, mW	switching, mW	leakage (nW)
clock network	0.269	0.152	0.117	0.278
logic	0.648	0.287	0.361	3.49
registers	0.432	0.400	0.0316	1.59
worst register-to-register path, stage by stage, from the launching register on:
cell and delay, ns:
sky130_fd_sc_hd__dfxtp_1 0.39, sky130_fd_sc_hd__inv_1 0.06, sky130_fd_sc_hd__ha_1 0.20, sky130_fd_sc_hd__nor4b_4 0.15
sky130_fd_sc_hd__nand2_2 0.08, sky130_fd_sc_hd__buf_4 0.40, sky130_fd_sc_hd__buf_4 0.60, sky130_fd_sc_hd__mux2i_1 0.41
sky130_fd_sc_hd__ha_1 0.23, sky130_fd_sc_hd__o21a_1 0.15, sky130_fd_sc_hd__nor2b_1 0.24, sky130_fd_sc_hd__and2_1 0.22
sky130_fd_sc_hd__and3b_1 0.31, sky130_fd_sc_hd__nor2_1 0.08, sky130_fd_sc_hd__xnor2_1 0.14, sky130_fd_sc_hd__ha_1 0.38
sky130_fd_sc_hd__a21oi_1 0.24, sky130_fd_sc_hd__o21ai_0 0.12, sky130_fd_sc_hd__nor2_1 0.18, sky130_fd_sc_hd__nor3b_1 0.58
sky130_fd_sc_hd__o21bai_1 0.19, sky130_fd_sc_hd__xor2_1 0.18, sky130_fd_sc_hd__mux2i_1 0.50, sky130_fd_sc_hd__nand4_1 0.34
sky130_fd_sc_hd__or4_1 0.56, sky130_fd_sc_hd__o21ai_0 0.21, sky130_fd_sc_hd__xor2_1 0.08
through the flow:
step / hold slack (ns) / setup slack [ns] / area [um^2] / total power, mW / utilization
after floorplan: 0.475 / 9.94 / 12400 / 0.838 / -
final: 0.506 / 13.01 / 14600 / 1.35 / 0.479
after global placement: 0.494 / 12.75 / 14100 / 1.09 / 0.460
after CTS: 0.511 / 13.06 / 14600 / 1.36 / 0.479
after global routing: 0.525 / 12.54 / 14600 / 1.44 / 0.479
after detailed placement: 0.502 / 12.63 / 14100 / 1.09 / 0.460
routing by layer:
layer	track usage	vias up	part of all wire
li1	-	5262	-
met1	0.326	4981	0.44
met2	0.378	248	0.49
met3	0.0369	30	0.052
met4	0.0403	0	0.019
met5	0	-	0
path summary, 6_finish.rpt:
| check | slack [ns] | startpoint | depth (start not counted) | endpoint |
|---|---|---|---|---|
| hold / removal | 0.51 | A[25] | 2 | A[25] |
| setup / recovery | 13.01 | a[0] | 24 | c[62] |
| setup reg to reg | 16.82 | SC[0] | 26 | c[62] |
| hold reg to reg | 0.51 | A[25] | 2 | A[25] |
No activity file was given, so power comes from the tool's default toggle rates.
