--- design/flow/config.mk ---
export PLATFORM = sky130hd
export DESIGN_NAME = Radix4
export DESIGN_NICKNAME = Radix4
export VERILOG_FILES = /design/flow/design.v
export SDC_FILE = /design/flow/constraint.sdc
export NUM_CORES = 4
export LEC_CHECK = 1
export CORE_UTILIZATION = 40
--- design/flow/constraint.sdc ---
current_design Radix4

set clk_period 22.4
set clk_io_pct 0.2

create_clock -name clk0 -period $clk_period [get_ports {clk}]

set non_clock_inputs [all_inputs -no_clocks]
set_input_delay [expr $clk_period * $clk_io_pct] -clock clk0 $non_clock_inputs
set_output_delay [expr $clk_period * $clk_io_pct] -clock clk0 [all_outputs]
--- design/flow/design.v ---
module Radix4 (input clk, input [31:0] inputA, inputB, output reg [63:0] outResult, input start);
	wire [63:0] result;
	reg [31:0] A, B;
	always @(posedge clk) begin
		A = inputA;
		B = inputB;
	end
	Noaman_4_Booth mult(start, clk ,A, B, result);
	always @(posedge clk) begin
		outResult <= result;
	end
endmodule
module Noaman_4_Booth (start,clk,in1,in2,result);
input [31:0] in1,in2;
input clk,start;
output reg [63:0] result;
reg [63:0] tempResult;
reg[31:0] A;
reg[31:0] B;
reg [34:0] newB;
reg [63:0] Input1_1_Positive;
reg [63:0] Input1_1_Negative;
reg [63:0] Input1_2_Positive;
reg [63:0] Input1_2_Negative;
reg [31:0] Input1_1_Negative_temp;
reg [32:0] Input1_2_Positive_temp;
reg [32:0] Input1_2_Negative_temp;
reg [63:0] temporaryProduct;
reg signed [5:0] shiftingAmount;
always@(posedge clk)
begin
if (start) 
  begin
    A=in1;
    B=in2;
    newB = {{2{B[31]}} , B  , 1'b0 };
    tempResult='b0;
    temporaryProduct='b0;
    shiftingAmount = 6'b000000;
    Input1_1_Positive = { {32{A[31]}}, A };
    Input1_1_Negative_temp=~A+1;
    Input1_1_Negative={ {32{Input1_1_Negative_temp[31]}}, Input1_1_Negative_temp};
    Input1_2_Positive_temp = A << 1;
    Input1_2_Positive={{31{Input1_2_Positive_temp[32]}},Input1_2_Positive_temp};
    Input1_2_Negative_temp=~Input1_2_Positive+1;
    Input1_2_Negative={{31{Input1_2_Negative_temp[32]}},Input1_2_Negative_temp};
end
else
    begin
      if(shiftingAmount == 'd32)
        begin
          result =  tempResult;
        end
      else
        begin
          case ({newB[shiftingAmount+2],newB[shiftingAmount+1],newB[shiftingAmount]})
          3'b000 : temporaryProduct= 0;
          3'b111 : temporaryProduct= 0;
          3'b001 : temporaryProduct= (Input1_1_Positive);
          3'b010 : temporaryProduct= (Input1_1_Positive);
          3'b011 : temporaryProduct= (Input1_2_Positive);
          3'b100 : temporaryProduct= (Input1_2_Negative);
          3'b101 : temporaryProduct= (Input1_1_Negative);
          3'b110 : temporaryProduct= (Input1_1_Negative);
          endcase
          tempResult=tempResult+(temporaryProduct<< shiftingAmount);
        shiftingAmount = shiftingAmount+2;
        end
    end
end
endmodule
--- design/flow/run.sh ---
#!/bin/bash
# OpenROAD 26Q1-2900-gdf79404cd8, Yosys 0.63+post, stock flow scripts
make -C /OpenROAD-flow-scripts/flow DESIGN_CONFIG=/design/flow/config.mk WORK_HOME=/design/flow/orfs finish
==> run_results.csv <==
group,metric,value,unit
outcome,status,"complete, no violations",
logic_synthesis,syn-instance-count,1641,
worst_setup_path,crit_top_cell,"o21ai_0",
cts,clkTransAtPathRegs,0.06,ns
cts,cts_hold_buf,0,
cts,numClockSinks,356,
logic_synthesis,synth_chip_area,17160,µm²
worst_setup_path,crit_arrival,8.61,ns
timing,max_slew_margin,39.50,%
place,pre_cts_ws,14.30,ns
timing,period_needed,8.205,ns
place,dpl.hpwl,29810,µm
floorplanning,core_area,42130,µm²
worst_setup_path,cp_slowest_cell,"mux4_2",
drt,num_vias,12590,
cts,clockBufferDepth,3,
worst_setup_path,reg2reg_from,"mult.shiftingAmount[2]",
logic_synthesis,syn_area_per_cell,10.46,µm²
grt,antenna_found_initial,0,
power_and_ir_drop,p_total,2.359,mW
flow_run,openroad.warnings,26,
logic_synthesis,topCellsByArea,"edfxtp_1, dfxtp_1, a21oi_1",
final_layout,layout_top_cell,"dfxtp_1",
hold_path,hold_path_class,"flip-flop to flip-flop",
worst_setup_path,startpoint_type,"flip-flop",
logic_synthesis,async_flop_share,0,%
grt,grt_max_degree,69,
worst_setup_path,critPathKind,"flip-flop to flip-flop",
logic_synthesis,yosysCellCount,1641,
cts,h-tree-depth,2,
grt,grt_usage,19.46,%
timing,finalCritPeriodShare,36.63,%
floorplanning,fp.dieArea,43740,µm²
drt,drt_pass1_iterations,5,
final_layout,layout_top_cells,"dfxtp_1, nand2_1, a21oi_1, edfxtp_1, clkdlybuf4s50_1",
logic_synthesis,synth.largest_area_cell,"edfxtp_1",
drt,final_antenna_net_count,0,
place,dp.cells,2232,
drt,finalWirelength,40370,µm
logic_synthesis,ys_types,71,
worst_setup_path,critical_path_required,22.81,ns
power_and_ir_drop,peakVddDrop,0.00005778,V
final_layout,area_delta_synth_final,17.12,%
floorplanning,die_h,209.1,µm
cts,clock_latency,0.56,ns
timing,hold_viol_final,0,
logic_synthesis,top_area_share,27.82,%
worst_setup_path,cp_num_buf_inv,3,
timing,skew,0.01417,ns
timing,setup_violations,0,
power_and_ir_drop,power_density,117.4,nW/µm²
place,gp_congestion,0.9286,
floorplanning,row_count,75,
cts,cts_setup_buffers,0,
cts,cts_made_buffers,38,
drt,viasPerCell,5.469,
timing,finalSetupTns,0,ns
worst_setup_path,worstPathMaxFanout,40,
logic_synthesis,postSynthSeqShare,50.80,%
floorplanning,core_util_floorplan,40.73,%
logic_synthesis,ys_warn_count,2,
drt,post_drt_wl_per_cell,17.54,µm
cts,ctsResizeCount,0,
timing,max_freq,121.9,MHz
grt,grt_overflow,0,
timing,rsz0062_at_grt,"false",
flow_run,cap_violations,0,
floorplanning,die_w,209.1,µm
final_layout,drive_above_1_share,7.317,%
logic_synthesis,edf_count,159,
logic_synthesis,ff_type,"dfxtp_1",
cts,clock-root-buffer,"clkbuf_16",
worst_setup_path,max_stage_delay,0.57,ns
drt,antenna_cells,0,
logic_synthesis,syn-cell-area,17160,µm²
worst_setup_path,end_kind,"flip-flop",
grt,grt_pass1_vias,12020,
place,io_buffers,129,
worst_setup_path,startpoint,"mult.shiftingAmount[2]",
timing,finalMaxSlewViolations,0,
drt,drtIter0Drc,1059,
grt,grt_pass1_wl,64780,µm
timing,fin_ws,14.20,ns
final_layout,instances_no_fill,2302,
worst_setup_path,cp_top_family,"AND-OR/OR-AND gates",
floorplanning,pin_count,130,
power_and_ir_drop,power.leakage,7.990,nW
drt,drc,0,
cts,cts_tree,"done",
logic_synthesis,ys.flops,356,
timing,worst_pin_slew,0.9014,ns
hold_path,hold_start,"mult.result[22]",
worst register-to-register path, stage by stage (launching register included):
cell and delay (ns):
dfxtp_1 0.30, buf_4 0.38, inv_2 0.37, ha_1 0.57, mux4_2 0.57, mux2i_1 0.18
o31ai_1 0.08, a22oi_1 0.29, nand2_1 0.46, a221oi_1 0.37, a31oi_1 0.15, mux4_2 0.56
mux2i_1 0.30, mux2_2 0.22, nor2_1 0.06, ha_1 0.43, and3_1 0.27, nand2_1 0.09
nor4_1 0.30, inv_1 0.08, a311oi_1 0.43, o21ai_0 0.20, a21oi_1 0.28, o21ai_0 0.20
o311a_1 0.46, nor3b_1 0.16, o21ai_0 0.17, o2111ai_1 0.13
report_power, final:
group | total (mW) | internal (mW) | switching [mW]
clock | 0.590 | 0.337 | 0.253
combinational | 0.951 | 0.396 | 0.555
sequential | 0.818 | 0.758 | 0.0601
layer usage:
metal  vias up  wire length [µm]  track usage, %
met5         -                 0               0
met4         0              1013           4.260
met3        67              2008           3.423
met2       351             18140           29.48
met1      5852             19210           30.65
li1       6320                 -               -
path summary, 6_finish.rpt:
check / end / slack [ns] / cells past startpoint
worst max-delay path: mult.tempResult[63] / 14.20 / 27
worst min-delay path: outResult[22] / 0.34 / 0
worst max register to register: mult.tempResult[63] / 14.20 / 27
worst min register to register: outResult[22] / 0.34 / 0
flip-flops by register name, summed over array words and instances (netlist names):
name,flops
A,32
mult.Input1_2_Positive,31
mult.tempResult,64
mult.newB,32
mult.Input1_2_Negative,32
B,32
mult.shiftingAmount,5
mult.result,64
outResult,64
synth_stat cells, types with 4 or more instances:
cell,count
inv_1,23
a211oi_1,31
nor2_1,104
a221oi_1,16
and3_1,8
o211ai_1,6
or4_1,5
o31ai_1,7
nor3_1,24
a22o_1,7
edfxtp_1,159
and2_1,14
a21oi_1,166
a31oi_1,6
a21o_1,53
dfxtp_1,197
or3_1,8
xnor2_1,57
xor2_1,29
nand2b_1,8
mux2i_1,71
mux2_2,14
o21bai_1,14
nor4_1,11
nand2_1,169
o22ai_1,13
a31o_2,4
a22oi_1,14
o21a_1,14
nand4_1,15
o21ai_0,58
buf_1,14
buf_2,11
ha_1,66
nor2b_1,12
a211o_1,18
nand3_1,35
a311oi_1,4
clkbuf_1,72
mux4_2,18
a32oi_1,21
through the flow:
step	hold WS, ns	cell area (µm²)	utilization [%]
floorplan	0.3233	17160	-
global placement	0.3241	18910	44.88
detailed placement	0.3269	18910	44.88
CTS	0.3387	20100	47.70
global route	0.3441	20100	47.70
finish	0.3376	20100	47.70
cell type report:
type / count / area (µm²)
flip-flops and latches: 356 / 8720
repair buffers: 152 / 1465
inverters: 27 / 101.3
multi-input cells: 1158 / 7950
clock buffers: 50 / 1016
well taps: 539 / 674.4
clock inverters: 20 / 172.7
fillers: 3766 / 22030
cells by family (layout without fill, tap and decap cells):
| group | Yosys count | count (layout) | synth area share (%) |
|---|---|---|---|
| DFF | 356 | 356 | 50.80 |
| and+or+nand+nor | 428 | 428 | 11.37 |
| AOI/OAI and AO/OA | 473 | 473 | 18.05 |
| buffers and inverters | 127 | 249 | 2.945 |
| muxes | 103 | 103 | 7.422 |
| xor gates and xnor gates | 87 | 87 | 4.484 |
| adders and majority gates | 67 | 67 | 4.929 |
