<file path="/design/flow/run.sh">
#!/bin/bash
# OpenROAD 26Q1-2900-gdf79404cd8, Yosys 0.63+post, stock flow scripts
make -C /OpenROAD-flow-scripts/flow DESIGN_CONFIG=/design/flow/config.mk WORK_HOME=/design/flow/orfs finish
</file>
<file path="/design/flow/config.mk">
export PLATFORM = sky130hd
export DESIGN_NAME = seq_multiplier
export DESIGN_NICKNAME = seq_multiplier
export VERILOG_FILES = /design/flow/design.v
export SDC_FILE = /design/flow/constraint.sdc
export NUM_CORES = 4
export LEC_CHECK = 1
export CORE_UTILIZATION = 40
</file>
<file path="/design/flow/constraint.sdc">
current_design seq_multiplier

set clk_period 13.6
set clk_io_pct 0.2

create_clock -name clk0 -period $clk_period [get_ports {clk}]

set non_clock_inputs [all_inputs -no_clocks]
set_input_delay [expr $clk_period * $clk_io_pct] -clock clk0 $non_clock_inputs
set_output_delay [expr $clk_period * $clk_io_pct] -clock clk0 [all_outputs]
</file>
<file path="/design/flow/design.v">
module  seq_multiplier ( input clk,input rst,input signed [31:0] a, b,  output reg  [63:0] c);
    wire start;
    wire done;
    reg [6:0]counter;
    assign start = (counter ==  0);
    reg  [31:0] A_r, B_r ;
    reg   [31:0] Accumulator;
    reg negative ;
    always @(posedge clk, posedge rst)
    begin
        if (rst==1'b1)
            begin
                counter = 0;
                c = 0;
                Accumulator = 0;
            end
        else
            begin
                if(start)
                begin
                    negative = a[31] ^ b[31];
                    A_r = a;
                    if (a[31] == 1)
                        A_r = -a;
                    B_r = b;
                    if (b[31] == 1)
                        B_r = -b;
                    Accumulator = 0;
                end
                if (B_r[0] == 1)
                begin
                    Accumulator = Accumulator + A_r;
                end
                {Accumulator,B_r} = {Accumulator,B_r} >> 1;
                if (counter == 31)
                    begin
                        counter = 0;
                        c = {Accumulator,B_r};
                        if (negative)
                            c = -c;
                    end
                else
                    counter = counter + 1;
            end
    end
endmodule
</file>
==> results_slide.txt <==
Key Metrics from the Run

Routing
  • Routed Antenna Nets: 0
  • Drt drc: 0
  • Vias per cell: 5.625
  • Detailed Route Iter0 Violations: 710
  • WL final: 36010 um
  • Wirelength per Cell: 18.62 um
  • Diode count: 0
  • Vias: 10880
  • DRT Pass-1 Iters: 5

Floorplanning
  • Chip width: 177.0 um
  • Num rows: 63
  • Die span in y: 177.0 um
  • Ports: 130
  • Core area: 29870 um2
  • Die ar.: 31320 um2
  • Fp_density: 0.4099

Setup path
  • Reg2reg setup slack: 6.89 ns
  • Crit path max-delay cell type: or4_1
  • Critical path class: in2reg
  • Critical path, cell by cell: clkdlybuf4s50_1 -> or4_1 -> nor4_1 -> nand2b_1 -> or4_1 -> o31ai_1 -> xor2_1 -> o21ai_0 -> ha_1 -> nand2_1 -> or3_1 -> a211oi_1 -> or2_2 -> o22ai_1 -> a21oi_1 -> nand4_1 -> nor4bb_1 -> nand3_1 -> o311ai_0 -> nand2_1
  • FF-to-FF path depth: 21
  • Crit path required time: 13.91 ns
  • Critical path fanouts, max: 7
  • Max incr delay on CP: 0.60 ns
  • Critical path arrival: 9.07 ns
  • CP Capture Type: flop
  • Crit-path leading delay family: simple AND/OR/NAND/NOR gates
  • Worst R2R Start: counter[0]$_DFF_PP0_
  • WP buf/inv: 1
  • Reg-to-Reg End: c[55]$_DFFE_PP0N_
  • Crit start category: input port

Synthesis
  • Post-synth ARST share: 0.6108
  • Post-synth EDFFs: 65
  • Post-Syn Area: 12250 um2
  • Syn_area_per_cell: 8.492 um2
  • Ys flop type: dfrtp_1
  • Seq/Total Area, Yosys: 0.3678
  • Yosys warns: 1
  • Synthesized instance count: 1442
  • Synth flops: 167
  • Yosys stat chip area: 12250 um2
  • Ys cells: 1442
  • Post-synth cell types: 94

Clock tree
  • Clk slew on worst S/H paths: 0.07 ns
  • CTS root buf: clkbuf_16
  • Postcts setup bufs: 0
  • CTS Buf Count: 17
  • Clock latency (worst-skew pair): 0.44 ns
  • Max Buffers Root-to-Sink: 2
  • Hold Buf Count CTS: 0
  • Post-cts resize count: 0
  • CTS sink count: 167
  • H-tree levels: 4
  • CTS tree: done

GRT
  • First-pass GRT wire length: 57580 um
  • Vias in the first global route: 10540
  • Total GRT Usage: 0.2451
  • Largest net degree at the start of global routing: 96
  • Antenna violations before repair: 0
  • Grt total ovfl: 0

Timing
  • Final tally of setup violations: 0
  • Unrepaired setup endpoints after global routing: no
  • Achievable Freq: 114.1 MHz
  • Final hold violations: 0
  • Final setup TNS: 0 ns
  • Max Slew Vio Count: 0
  • Tmin final: 8.762 ns
  • Max-slew headroom: 0.4518
  • Clock Skew: 0.01362 ns
  • Final Cycle Share: 0.6443
  • Worst Tran Pin Value: 0.8223 ns

Layout
  • Final std cells w/o fill: 1934
  • FILL cells: 2810
  • P&R area growth vs syn: 17.95%
  • Post-route cell area: 14440 um2
  • Final Util: 0.4835
  • Share of layout cells above drive strength 1: 0.06541

Worst hold path
  • Hold Crit Endpoint: c[35]$_DFFE_PP0N_
  • Hold Crit Class: reg2reg
  • Hold path depth: 2
  • Hold path start: c[35]$_DFFE_PP0N_

Placed design
  • Routability Congestion: 0.9220
  • Cells after DPL: 1902
  • Placed Instance Area: 13860 um2
  • DP HPWL: 26940 um
  • I/O Buffers: 129

Flow run
  • Tool Warnings: 26
  • Max-cap viol count: 0

Power
  • Total Power: 2.361 mW
  • Leakage power: 5.784 nW
  • VDD IR max: 0.07694 mV
  • Pwr Density: 163.4 nW/um2

Outcome
  • Outcome: completed
==> layer usage <==
layer / vias up / wire length, um / global-route usage
met3: 28 / 2131 / 0.04534
met1: 5091 / 17320 / 0.3856
li1: 5447 / - / -
met2: 313 / 16010 / 0.3721
met5: - / 0 / 0
met4: 0 / 546 / 0.03161
==> worst reg2reg max path: cells and delay by family (launching register included) <==
family                     cells  cell delay, ns
and+or+nand+nor                7            2.28
adders and majority gates      3            0.94
buffers and inverters          3            0.78
DFF                            1            0.40
xor gates and xnor gates       1            0.17
AOI/OAI and AO/OA              7            2.01
==> area by class of cell <==
type | count | area [um2] | share of cell area
Sequential cell | 167 | 4504 | 0.3118
Inverter | 52 | 200.2 | 0.01386
Tap cell | 390 | 488.0 | 0.03378
Multi-Input combinational cell | 1140 | 7201 | 0.4985
Clock inverter | 15 | 153.9 | 0.01065
Clock buffer | 17 | 425.4 | 0.02945
Timing Repair Buffer | 153 | 1471 | 0.1019
==> cell families (layout without fill, tap and decap cells) <==
family,after synthesis,in the layout,synth area share
and+or+nand+nor,512,512,0.2111
AOI/OAI and AO/OA,445,445,0.2320
DFF,167,167,0.3678
xor gates and xnor gates,135,135,0.09656
buffers and inverters,135,237,0.04537
adders and majority gates,35,35,0.03638
muxes,13,13,0.01073
==> cell usage in the layout (no fill, tap or decap), types with 29 or more instances in the layout <==
cell type	Yosys	final
nand2_1	207	205
o21ai_0	165	165
clkdlybuf4s50_1	0	129
dfrtp_1	102	102
a21oi_1	83	83
nor2_1	81	81
xnor2_1	70	70
edfxtp_1	65	65
xor2_1	65	65
inv_1	50	49
ha_1	34	34
and2_1	32	32
nor3_1	29	29
==> per-stage QoR <==
stage | setup slack (ns) | hold slack (ns)
finish | 4.838 | 0.4826
global route | 4.420 | 0.5050
CTS | 4.956 | 0.4901
detailed placement | 4.547 | 0.4730
global placement | 4.619 | 0.4654
floorplan | 5.909 | 0.4143
==> synth_stat cells (all sizes together), types with 5 or more instances <==
cell type | count | share of area
o211ai | 6 | 0.0037
buf | 18 | 0.0083
a21oi | 83 | 0.034
nand2 | 207 | 0.063
a21o | 14 | 0.0086
nor4b | 6 | 0.0060
nand3 | 21 | 0.0086
nor3 | 31 | 0.013
a21boi | 5 | 0.0031
o221ai | 5 | 0.0036
ha | 34 | 0.035
a22o | 7 | 0.0050
and3 | 7 | 0.0036
nand4 | 21 | 0.011
dfrtp | 102 | 0.21
o41ai | 18 | 0.013
and2 | 32 | 0.016
or3 | 23 | 0.013
nand4b | 6 | 0.0043
xor2 | 65 | 0.046
o21a | 15 | 0.0093
a211oi | 15 | 0.0092
inv | 51 | 0.016
nor4 | 19 | 0.010
nor2 | 82 | 0.026
o21ai | 174 | 0.071
mux2i | 12 | 0.0098
a32o | 5 | 0.0041
or4 | 14 | 0.0099
edfxtp | 65 | 0.16
nand2b | 13 | 0.0066
xnor2 | 70 | 0.050
or2 | 10 | 0.0051
a31o | 5 | 0.0036
o31ai | 22 | 0.014
clkbuf | 62 | 0.019
nor3b | 5 | 0.0031
a31oi | 19 | 0.0097
==> how the worst max path moves through the flow <==
stage         startpoint                end  cells after the start
CTS                 a[9]  c[63]$_DFFE_PP0N_                     20
finish              a[9]  c[63]$_DFFE_PP0N_                     20
global route        a[9]  c[63]$_DFFE_PP0N_                     20
==> power breakdown <==
group | switching [mW] | internal [mW]
registers | 0.0680 | 0.643
logic | 0.669 | 0.494
clock network | 0.241 | 0.246
==> flip-flops by register name, indices dropped and copies added, names as in the netlist <==
signal	cells
negative	1
Accumulator	31
counter	7
B_r	32
A_r	32
c	64
Power figures rest on the tool's default switching activity, not on a simulated workload.
