### flow/design.v
module  seq_multiplier_v2 ( input clk,input rst,input signed [31:0] a, b,  output reg  [63:0] c);
    wire start;
    wire done;
    reg [7:0]counter;
    assign start = (counter ==  0);
    reg signed [63:0] B,Q ;
    reg  signed [63:0] Accumulator;
    always @(posedge clk, posedge rst)
    begin
        if (rst==1'b1)
            begin
                counter = 0;
                c = 0;
                Accumulator = 0;
            end
        else
            begin
                if(start)
                begin
                    B = { {32{a[31]}}, a };
                    Q ={ {32{b[31]}}, b };
                    Accumulator = 0;
                end
                if (Q[0] == 1)
                begin
                    Accumulator = Accumulator + B;
                end
                B = B <<< 1;
                Q = Q >>> 1;
                if (counter == 63)
                    begin
                        counter = 0;
                        c = Accumulator;
                    end
                else
                    counter = counter + 1;
            end
    end
endmodule
### flow/run.sh
#!/bin/bash
# OpenROAD 26Q1-2900-gdf79404cd8, Yosys 0.63+post, stock flow scripts
make -C /OpenROAD-flow-scripts/flow DESIGN_CONFIG=/design/flow/config.mk WORK_HOME=/design/flow/orfs finish
### flow/config.mk
export PLATFORM = sky130hd
export DESIGN_NAME = seq_multiplier_v2
export DESIGN_NICKNAME = seq_multiplier_v2
export VERILOG_FILES = /design/flow/design.v
export SDC_FILE = /design/flow/constraint.sdc
export NUM_CORES = 4
export LEC_CHECK = 1
export CORE_UTILIZATION = 30
### flow/constraint.sdc
current_design seq_multiplier_v2

set clk_period 18.8
set clk_io_pct 0.2

create_clock -name clk0 -period $clk_period [get_ports {clk}]

set non_clock_inputs [all_inputs -no_clocks]
set_input_delay [expr $clk_period * $clk_io_pct] -clock clk0 $non_clock_inputs
set_output_delay [expr $clk_period * $clk_io_pct] -clock clk0 [all_outputs]
==> qor.json <==
{
  "logic_synthesis": {
    "syn-mean-instance-area_um2": 9.90,
    "yosys-stat-cells": 1427,
    "synth-edff-count": 126,
    "syn-instance-count": 1427,
    "synth.distinct_cells": 65,
    "yosys_warns": 1,
    "most_common_reg_cell": "sky130_fd_sc_hd__dfrtp_1",
    "postSynthSeqShare_pct": 50.9,
    "yosys_chip_area_um2": 14100,
    "synth_flops": 262,
    "syn-cell-area_um2": 14100,
    "synth_async_sr_flop_share_pct": 51.9
  },
  "final_timing": {
    "relSlewSlack_pct": 43.7,
    "finalWorstPathRequiredPeriod_ps": 7200,
    "timing_max_transition_violations_final": 0,
    "rsz_0062_raised_after_global_routing": "false",
    "setup_viol": 0,
    "period_used_pct": 38.3,
    "setup_total_negative_slack_ps": 0,
    "final_hold_viol_count": 0,
    "timing.clock.skew_ps": 20.4,
    "worst_slew_pin_slew_ps": 838,
    "timing.fmax_mhz": 139
  },
  "clocking": {
    "clk_pin_slew_worst_paths_ps": 60,
    "ctsHoldBuffers": 0,
    "clock_latency_at_the_later_pin_of_the_worst_skew_pair_ps": 570,
    "cts_resized": 0,
    "h-tree-depth": 1,
    "cts-buffers-inserted": 29,
    "clock_sinks": 262,
    "clock_path_buffers": 3,
    "tritoncts": "done",
    "cts_root_buf": "sky130_fd_sc_hd__clkbuf_16",
    "cts_setup_buffers": 0
  },
  "run": {
    "warning_count": 31,
    "number_of_max_cap_violations": 0
  },
  "power_and_ir_drop": {
    "power.density_cell_area_nw_per_um2": 131,
    "finalPower_mw": 2.23,
    "irDropWorstVdd_mv": 0.0625,
    "total_leakage_power_nw": 7.70
  },
  "critical_path": {
    "reg2reg_from": "counter[6]",
    "reg2reg_setup_slack_ps": 13100,
    "worst-endpoint-required_ps": 19280,
    "timing_worst_setup_path_type": "in -> reg",
    "critical_path.endpoint": "c[57]",
    "timing.critical_path.from": "a[31]",
    "worstSetupEndpointType": "register",
    "cp_max_fo": 32,
    "worstPathArrival_ps": 7680,
    "r2r.worst_path.cells": 16,
    "timing.critical_path.from_type": "primary input",
    "worst_r2r_endpoint": "c[60]"
  },
  "floorplanning": {
    "die-area_um2": 48000,
    "core.rowCount": 79,
    "io_pins": 130,
    "dieWidth_um": 219,
    "die_y_um": 219,
    "core_region_area_um2": 46500,
    "floorplan.initialDensity_pct": 30.4
  },
  "drt": {
    "drtIter0Drc": 671,
    "drtPass1Iterations": 5,
    "drc_errors": 0,
    "via_per_inst": 4.86,
    "detail_route.wl_per_cell_um": 16.6,
    "route.antenna.diode_count": 0,
    "detailroute.via_count": 10500,
    "routed_wirelength_um": 35800,
    "antenna_violating_nets_left": 0
  },
  "global_routing": {
    "grt_pass1_wl_um": 57500,
    "grt_start_max_net_pins": 147,
    "globalRouteTotalUtil_pct": 15.7,
    "number_of_antenna_violations_at_the_first_check_in_global_routing": 0,
    "overflow": 0,
    "first_global_vias": 10500
  },
  "place": {
    "post-place-cells": 2100,
    "placement.io_buffers": 129,
    "place.gp.congestion": 0.926,
    "post-dp-hpwl_um": 24600
  },
  "cells_and_area": {
    "finalNonFillerCells": 2153,
    "n_fill_cell": 4590,
    "final_layout_size_suffix_gt1_share_pct": 8.21,
    "area_growth_syn_to_fin_pct": 20.3
  },
  "hold_path": {
    "hp-class": "reg -> reg"
  },
  "status": {
    "status": "complete, no violations"
  }
}
## cells by family (layout without fill, tap and decap cells)
kind of cell | Yosys count | count (layout) | share of synthesized area (%)
AND/OR/NAND/NOR | 474 | 474 | 14.4
AND-OR/OR-AND | 360 | 360 | 16.9
flip-flops | 262 | 262 | 50.9
buffers and inverters | 152 | 271 | 4.09
XOR/XNOR | 66 | 66 | 4.09
adder cells (fa/ha/maj) | 65 | 65 | 5.81
multiplexers | 47 | 47 | 3.75
other | 1 | 1 | 0.0265
## synthesized netlist by cell type (32+ instances only)
cell / n / area [um2]
sky130_fd_sc_hd__nand2_1: 320 / 1200
sky130_fd_sc_hd__dfrtp_1: 136 / 3400
sky130_fd_sc_hd__edfxtp_1: 126 / 3780
sky130_fd_sc_hd__a21o_1: 92 / 691
sky130_fd_sc_hd__inv_1: 76 / 285
sky130_fd_sc_hd__a21oi_1: 71 / 355
sky130_fd_sc_hd__clkbuf_1: 67 / 251
sky130_fd_sc_hd__ha_1: 64 / 801
sky130_fd_sc_hd__o21ai_0: 56 / 280
sky130_fd_sc_hd__mux2_2: 47 / 529
sky130_fd_sc_hd__xnor2_1: 43 / 377
sky130_fd_sc_hd__nor2_1: 42 / 158
sky130_fd_sc_hd__o22ai_1: 32 / 200
## worst min-delay path by stage
stage                  start              to  slack, ps  cells after the start
CTS           Accumulator[0]  Accumulator[0]        470                      2
global route  Accumulator[0]  Accumulator[0]        510                      2
finish        Accumulator[0]  Accumulator[0]        470                      2
## sequential cells by signal, indices dropped and copies added, names as in the netlist
signal / flops
c: 64
counter: 8
Q: 63
B: 63
Accumulator: 64
## layout make-up
| type | count | area [um2] | area share [%] |
|---|---|---|---|
| clock inverters | 14 | 105 | 0.618 |
| inverters | 76 | 293 | 1.72 |
| well taps | 607 | 759 | 4.47 |
| clock buffers | 39 | 857 | 5.04 |
| multi-input cells | 1013 | 6390 | 37.6 |
| repair buffers | 142 | 1400 | 8.25 |
| flip-flops and latches | 262 | 7190 | 42.3 |
## critical path: stages
cell and delay [ps]:
sky130_fd_sc_hd__clkdlybuf4s50_1 440, sky130_fd_sc_hd__and2_1 150, sky130_fd_sc_hd__buf_4 240, sky130_fd_sc_hd__a21o_1 210, sky130_fd_sc_hd__ha_1 410, sky130_fd_sc_hd__a21oi_1 210, sky130_fd_sc_hd__o21ai_0 200, sky130_fd_sc_hd__a21oi_1 190
sky130_fd_sc_hd__o21ai_0 120, sky130_fd_sc_hd__a2111oi_0 540, sky130_fd_sc_hd__o21ai_2 160, sky130_fd_sc_hd__a221o_1 380, sky130_fd_sc_hd__a221oi_2 260, sky130_fd_sc_hd__xnor2_1 170, sky130_fd_sc_hd__a22oi_2 80, sky130_fd_sc_hd__a21oi_1 160
## placed cells by master, fill, tap and decap left out, types with 16 or more instances in the layout
master                              n
sky130_fd_sc_hd__nand2_1          320
sky130_fd_sc_hd__nand4_1           17
sky130_fd_sc_hd__and2_1            24
sky130_fd_sc_hd__nor2_1            42
sky130_fd_sc_hd__clkdlybuf4s50_1  129
sky130_fd_sc_hd__mux2_2            47
sky130_fd_sc_hd__edfxtp_1         126
sky130_fd_sc_hd__a21o_1            92
sky130_fd_sc_hd__dfrtp_1          136
sky130_fd_sc_hd__inv_1             75
sky130_fd_sc_hd__xnor2_1           43
sky130_fd_sc_hd__ha_1              64
sky130_fd_sc_hd__nand3_1           16
sky130_fd_sc_hd__a21oi_1           70
sky130_fd_sc_hd__o21ai_0           56
sky130_fd_sc_hd__o22ai_1           32
sky130_fd_sc_hd__clkbuf_16         32
sky130_fd_sc_hd__xor2_1            23
sky130_fd_sc_hd__nor3_1            16
## routing by layer
layer,vias to the layer above,GRT usage (%),share of wire (%)
met5,-,0,0
met4,0,2.89,2.2
met3,50,3.69,6.7
met2,245,22.9,43
li1,5232,-,-
met1,4947,24.6,48
## through the flow
stage / instance area [um2] / util (%) / worst slack [ps] / hold slack [ps]
floorplan: 14100 / - / 8080 / 421
global placement: 16000 / 34.5 / 11110 / 454
detailed placement: 16000 / 34.5 / 11000 / 461
CTS: 17000 / 36.6 / 11600 / 474
global route: 17000 / 36.6 / 11090 / 507
finish: 17000 / 36.6 / 11600 / 473
## power breakdown
| group | leakage [nW] | internal, mW | switching (mW) |
|---|---|---|---|
| clock | 0.483 | 0.334 | 0.235 |
| combinational | 4.28 | 0.380 | 0.579 |
| sequential | 2.94 | 0.687 | 0.0192 |
Power and IR drop assume default switching activity.
