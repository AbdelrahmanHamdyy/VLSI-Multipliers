==> flow/design.v <==
module CLA #(parameter N = 32) (
	input [N-1:0] in1,
	input [N-1:0] in2,
	input cin,
	output [N-1:0] sum,
	output cout,
	output of
);
	localparam M = N / 4;
	wire [M-2:0] c;
	genvar i;
	generate
		CLA_4bit cla1(.a(in1[3:0]), .b(in2[3:0]), .cin(cin), .sum(sum[3:0]), .cout(c[0]));
		for(i = 4; i <= N - 8; i = i + 4) begin
			CLA_4bit cla(
				.a(in1[i+3:i]),
				.b(in2[i+3:i]),
				.cin(c[(i/4)-1]),
				.sum(sum[i+3:i]),
				.cout(c[(i/4)])
			);
		end
		CLA_4bit cla2(.a(in1[N-1:N-4]), .b(in2[N-1:N-4]), .cin(c[M-2]), .sum(sum[N-1:N-4]), .cout(cout));
	endgenerate
	assign of = (in1[N-1] == in2[N-1]) && (sum[N-1] != in1[N-1]);
endmodule
module CLA_4bit (
    input [3:0] a,
    input [3:0] b,
    input cin,
    output [3:0] sum,
    output cout
);
    wire [3:0] p, g, c;
    assign p = a ^ b;  
    assign g = a & b;  
    assign c[0] = cin;
    assign c[1] = g[0] | (p[0]&c[0]);
    assign c[2] = g[1] | (p[1]&g[0]) | p[1]&p[0]&c[0];
    assign c[3] = g[2] | (p[2]&g[1]) | p[2]&p[1]&g[0] | p[2]&p[1]&p[0]&c[0];
    assign cout = g[3] | (p[3]&g[2]) | p[3]&p[2]&g[1] | p[3]&p[2]&p[1]&g[0] | p[3]&p[2]&p[1]&p[0]&c[0];
    assign sum = p ^ c;
endmodule
module buffer #(parameter size = 8)(
    input clk,
    input rst,
    input en,
    input [size-1:0] D,
    output reg [size-1:0] Q
);
always @(posedge clk)
begin
    if (rst)
        Q <= 'b0;
    else if (en)
        Q <= D;
end
endmodule
module count_leading_zeros(
    input [22:0] valueIn,
    output reg [4:0] result
);
    wire [31:0] value;
    assign value[31:9] = valueIn;
    assign value[8:0] = 9'b111111111;
    reg [15:0] val16;
    reg [7:0] val8;
    reg [3:0] val4;
    always @(*)
    begin
        result = 0;
        result[4] = (value[31:16] == 16'b0);
        val16     = result[4] ? value[15:0] : value[31:16];
        result[3] = (val16[15:8] == 8'b0);
        val8      = result[3] ? val16[7:0] : val16[15:8];
        result[2] = (val8[7:4] == 4'b0);
        val4      = result[2] ? val8[3:0] : val8[7:4];
        result[1] = (val4[3:2] == 2'b0);
        result[0] = result[1] ? ~val4[1] : ~val4[3];
    end
endmodule 
module fp_adder(
    input[31:0] A,
    input[31:0] B,
    output[31:0] Sum,
    output reg overflow,
    output reg underflow
);
    wire [7:0] exp_A;
    wire [7:0] exp_B;
    reg [7:0] exp_Sum;
    wire  sign_A;
    wire  sign_B;
    wire [31:0] sum_signal;
    wire carry_Sum;
    wire diff_signs ;
    reg [31:0] mant_B;
    reg [31:0] mant_A;
    reg  sign_Sum;
    reg [31:0] Mant_sum;
    wire [4:0] num_leading_zeros;
    assign exp_A = A[30:23];
    assign exp_B = B[30:23];
    assign sign_A = A[31];
    assign sign_B = B[31];
    assign diff_signs = sign_A ^ sign_B;
    assign Sum = {sign_Sum, exp_Sum, Mant_sum[22:0]};
    wire of_adder;
    wire cin_0;
    assign cin_0 = 0;
    CLA
    #(
    .N (32))
    CLA_dut (
        .in1 (mant_A ),
        .in2 (mant_B ),
        .cin (cin_0),
        .sum (sum_signal ),
        .cout (carry_Sum ),
        .of  ( of_adder)
    );
    count_leading_zeros count_leading_zeros_instance(
        .valueIn(sum_signal[22:0]),
        .result(num_leading_zeros)
    );
    always @(*) begin
        overflow = 0;
        underflow = 0;
        mant_A =  {1'b1 ,A[22:0]};
        mant_B = {1'b1 ,  B[22:0]};
        Mant_sum = sum_signal;
        if(exp_A > exp_B) begin
            mant_B = mant_B >> (exp_A - exp_B);
            exp_Sum = exp_A;
            sign_Sum = sign_A;
        end
        else if(exp_A < exp_B )begin
            mant_A=  mant_A >> (exp_B - exp_A);
            exp_Sum = exp_B;
            sign_Sum = sign_B;
        end
        else begin
            exp_Sum = exp_A;
            if(mant_A > mant_B) begin
                sign_Sum = sign_A;
            end
            else begin
                sign_Sum = sign_B;
            end
        end
        if(diff_signs == 1)
            begin
                if(mant_A == mant_B)
                    begin
                        Mant_sum = 0;
                        exp_Sum = 0;
                    end
                else begin
                    mant_A = -mant_A;  
                    if(num_leading_zeros <= 23)
                    begin
                        Mant_sum = sum_signal << num_leading_zeros +1;
                        if(exp_Sum <= (num_leading_zeros+1))
                            begin
                                underflow = 1;
                                exp_Sum = 0;
                            end else
                            exp_Sum = exp_Sum - (num_leading_zeros+1);
                    end
                end
            end
        else
            begin
                Mant_sum = sum_signal;
                if(sum_signal[24] == 1) begin
                    Mant_sum = sum_signal >> 1;
                    exp_Sum = exp_Sum + 1;
                    if(exp_Sum == 255) begin
                        overflow = 1;
                        Mant_sum = 0;
                    end
                end
            end
    end
endmodule
module fp_adder_buff (
    input clk,
    input rst,
    input en,
    input [31:0] a,
    input [31:0] b,
    output [31:0] sum,
    output overflow,
    output underflow
);
wire [31:0] a_out;
wire [31:0] b_out;
wire [31:0] sum_out;
wire overflow_out;
wire underflow_out;
buffer #(32) inRegA (clk, rst, en, a, a_out);
buffer #(32) inRegB (clk, rst, en, b, b_out);
fp_adder A32 (a_out, b_out, sum_out, overflow_out, underflow_out);
buffer #(32) outRegS (clk, rst, en, sum_out, sum);
buffer #(1) outRegO (clk, rst, en, overflow_out, overflow);
buffer #(1) outRegU (clk, rst, en, underflow_out, underflow);
endmodule
==> flow/run.sh <==
#!/bin/bash
# OpenROAD 26Q1-2900-gdf79404cd8, Yosys 0.63+post, stock flow scripts
make -C /OpenROAD-flow-scripts/flow DESIGN_CONFIG=/design/flow/config.mk WORK_HOME=/design/flow/orfs finish
==> flow/config.mk <==
export PLATFORM = sky130hd
export DESIGN_NAME = fp_adder_buff
export DESIGN_NICKNAME = fp_adder_buff
export VERILOG_FILES = /design/flow/design.v
export SDC_FILE = /design/flow/constraint.sdc
export NUM_CORES = 4
export LEC_CHECK = 1
export CORE_UTILIZATION = 30
==> flow/constraint.sdc <==
current_design fp_adder_buff

set clk_period 38.1
set clk_io_pct 0.2

create_clock -name clk0 -period $clk_period [get_ports {clk}]

set non_clock_inputs [all_inputs -no_clocks]
set_input_delay [expr $clk_period * $clk_io_pct] -clock clk0 $non_clock_inputs
set_output_delay [expr $clk_period * $clk_io_pct] -clock clk0 [all_outputs]
==> results_dict.tcl <==
# metrics dict for downstream scripts
set metrics [dict create \
    outcome "complete, no violations" \
    floorplan.die.width_um 212 \
    detail_route.vias_per_cell 5.94 \
    worst-endpoint-arrival_ns 16.16 \
    setup.worst_path.class "reg2reg" \
    drt-initial-drc-count 1256 \
    worst_hold_path_class "reg2reg" \
    cts_max_level 3 \
    rows 76 \
    yosys.stat.chipArea_um2 13200 \
    finalClockPeriodUsage 0.417 \
    max-clock-path-buffers 2 \
    layout.cells.most_common "nor2_1" \
    synth_seq_share 0.149 \
    syn-instance-count 1763 \
    crit_path_start_kind "register" \
    skew_ns 0.0188 \
    total_of_flip_flops_plus_latches_after_synthesis 98 \
    flow.area_growth_from_synthesis_pct 13.7 \
    clock_tree_sinks 98 \
    die_h_um 212 \
    enable_flop_cells 0 \
    synth_stat.cells 1763 \
    timing.critical_path.slowest_cell_delay_ns 0.62 \
    slowest_stage "o21ai_4" \
    post_cts.resized_instances 0 \
    groute.usage.overall 0.241 \
    setup-tns-final_ns 0 \
    clock_latency_ns 0.40 \
    worst-r2r-cell-count 61 \
    cp_max_fo 45 \
    synth-async-reset-ratio 0 \
    io_pins 101 \
    tool_warnings 33 \
    flop_cell "dfxtp_1" \
    grt_remaining_overflow 0 \
    fraction_of_layout_instances_using_a_drive_strength_above_1 0.0807 \
    clkSlewWorstSetupHoldPaths_ns 0.08 \
    finalInstanceArea_um2 15000 \
    worst_pin_slew_ns 0.901 \
    maxClockFrequency_mhz 62.9 \
    hold_buffers 0 \
    first_global_vias 13277 \
    synthDistinctLibCells 109 \
    insertedDiodeCount 0 \
    relSlewSlack 0.396 \
    vias 14156 \
    routedWlPerCell_um 22.1 \
    rrSetupSlack_ns 22.20 \
    report.final.setup_viol 0 \
    critical_path.reg2reg.endpoint "outRegS.Q[28]" \
    globalplace.congestion 1.02 \
    timing.max_cap.violations 0 \
    netlist_area_um2 13200 \
    drt_wl_total_um 52600 \
    power_per_cell_area_nw_per_um2 75.3 \
    irDropWorstVdd_uv 39.0 \
    core_region_area_um2 43200 \
    cts_made_buffers 9 \
    yosys_warnings 4 \
    worst_ep_required_time_ns 38.36 \
    timing.hold.worst.start "outRegO.Q" \
    rsz_0062_raised_after_global_routing "false" \
    r2r_start "inRegB.Q[28]" \
    pin_count_of_the_biggest_net_entering_global_routing 55 \
    total_power_mw 1.13 \
    antenna_violations_before_repair 0 \
    min_to "outRegO.Q" \
    finalMaxSlewViolations 0 \
    drt_drc_violations_left 0 \
    nFillCells 4535 \
    worst_setup_path_end_kind "register" \
    period_needed_ns 15.90 \
    buffer_ports.inserted 100 \
    syn_avg_cell_area_um2 7.48 \
    grt_first_pass_wirelength_um 80900 \
    cts_tree "built" \
    report.final.hold_viol_count 0 \
    p_leak_nw 5.94 \
    final_antenna_net_count 0 \
    cts_root_buf "clkbuf_16" \
    most-common-layout-cells "nor2_1, nand2_1, mux2i_1" \
    worst_hold_path.num_cells 2 \
    initial_core_utilization 0.305 \
    die-area_um2 44800 \
    cts_setup_buffers 0 \
    length_of_the_first_detailed_routing_pass_in_iterations 7 \
    dp.final_hpwl_um 40600 \
    place_area_um2 14700 \
]
-- where the power goes --
group / switching [mW] / internal [mW] / leakage (nW)
sequential: 0.0164 / 0.116 / 0.809
clock: 0.0497 / 0.0468 / 0.149
combinational: 0.580 / 0.319 / 4.98
-- worst max-delay path by stage --
stage           startpoint            end  depth (start not counted)
finish        inRegB.Q[28]  outRegS.Q[28]                         61
global route  inRegB.Q[28]  outRegS.Q[26]                         61
CTS           inRegB.Q[28]  outRegS.Q[28]                         61
-- metrics by stage --
| stage | hold slack [ns] | worst slack (ns) | instances | utilization |
|---|---|---|---|---|
| 2_1_floorplan | 0.426 | 23.81 | 1763 | - |
| 3_3_place_gp | 0.458 | 22.65 | 2366 | 0.340 |
| 3_5_place_dp | 0.462 | 22.38 | 2366 | 0.340 |
| 4_1_cts | 0.475 | 22.33 | 2382 | 0.347 |
| 5_1_grt | 0.494 | 20.87 | 2382 | 0.347 |
| 6_report | 0.469 | 22.20 | 2382 | 0.347 |
-- cells in the mapped netlist (8+ instances only) --
master / count / area (µm²)
nor3_1: 61 / 305
mux2i_1: 128 / 1280
or3_1: 20 / 125
xnor2_1: 49 / 429
nand2b_1: 31 / 194
nand3_1: 57 / 285
a221oi_1: 17 / 149
o211ai_1: 13 / 97.6
fa_1: 9 / 180
buf_1: 9 / 33.8
buf_2: 18 / 90.1
o21a_1: 16 / 120
and3_1: 12 / 75.1
clkbuf_1: 87 / 327
a21o_1: 30 / 225
nor2_1: 203 / 762
o2111ai_1: 9 / 78.8
o21ai_0: 105 / 526
and2_1: 9 / 56.3
nand4_1: 30 / 188
a211oi_1: 26 / 195
mux4_2: 23 / 518
o22ai_1: 16 / 100
o221ai_1: 11 / 96.3
nor4_1: 12 / 75.1
a21oi_1: 94 / 470
xor2_1: 30 / 263
a31oi_1: 29 / 181
ha_1: 72 / 901
o31ai_1: 8 / 60.1
nor2b_1: 17 / 106
nand2_1: 141 / 529
dfxtp_1: 98 / 1960
inv_1: 75 / 282
-- critical path, delay by kind of cell (launching register included) --
family,cells,cell delay (ns)
AND/OR/NAND/NOR,15,3.27
XOR/XNOR,2,0.61
multiplexers,3,1.14
buffers and inverters,10,2.24
AND-OR/OR-AND,25,5.83
adder cells (fa/ha/maj),6,2.21
flip-flops,1,0.38
-- cell families (layout without fill, tap and decap cells) --
group | count (synthesis) | in the layout | share of synthesized area
and+or+nand+nor | 638 | 638 | 0.234
AOI/OAI and AO/OA | 496 | 496 | 0.260
other | 1 | 1 | 0.000285
xor gates and xnor gates | 81 | 81 | 0.0558
buffers and inverters | 200 | 234 | 0.0632
adders and majority gates | 81 | 81 | 0.0820
muxes | 168 | 168 | 0.155
DFF | 98 | 98 | 0.149
-- flip-flops by register name (all words and copies together) (netlist names) --
register and flops:
outRegS.Q 32, outRegU.Q 1, inRegA.Q 32, outRegO.Q 1, inRegB.Q 32
-- metal layers --
layer / share of wire / up-vias / GRT usage / wire [µm]
li1: - / 6623 / - / -
met1: 0.44 / 6744 / 0.339 / 23100
met2: 0.44 / 644 / 0.365 / 23100
met3: 0.073 / 145 / 0.0413 / 3830
met4: 0.049 / 0 / 0.103 / 2600
met5: 0 / - / 0.00111 / 0
-- cell type report --
class	instances	area [µm²]	share of cell area
Clock buffer	9	225	0.0150
Inverter	78	293	0.0195
Tap cell	585	732	0.0489
Sequential cell	98	1960	0.131
Multi-Input combinational cell	1465	10400	0.694
Clock inverter	7	76.3	0.00510
Timing Repair Buffer	140	1300	0.0865
Power is estimated from default activity; no workload was simulated.
