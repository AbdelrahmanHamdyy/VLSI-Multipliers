$ cat flow/design.v
module buffer #(parameter size = 8)(
    input clk,
    input rst,
    input en,
    input [size-1:0] D,
    output reg [size-1:0] Q
);
always @(posedge clk)
begin
    if (rst)
        Q <= 'b0;
    else if (en)
        Q <= D;
end
endmodule
module CSA (
    input [63:0] in1, 
	input [63:0] in2,
	input [63:0] in3,
	output [63:0] sum,
	output [63:0] c
);
assign sum = in1 ^ in2 ^ in3;
assign c[0] = 0;
assign c[63:1] = (in1&in2) | (in2&in3) | (in3&in1);
endmodule
module multiplierTree (
    input clk,
    input rst,
    input en,
    input [31:0] a,
    input [31:0] b,
    output [63:0] c
);
wire [31:0] a_out;
wire [31:0] b_out;
wire [63:0] c_out;
buffer #(32) inRegA (clk, rst, en, a, a_out);
buffer #(32) inRegB (clk, rst, en, b, b_out);
wallace M64 (a_out, b_out, c_out);
buffer #(64) outReg (clk, rst, en, c_out, c);
endmodule
module simple_Adder (
    input  [63:0] a,
    input  [63:0] b,
    input cin,
    output [63:0] S
);
    wire [64:0] sum;
    assign sum = a + b + cin;
    assign S = sum[63:0];
endmodule
module wallace (
    input [31:0] a,
    input [31:0] b,
    output [63:0] c
);
reg [63:0] p [32:0];
integer i;
always @(*)
begin
    for(i = 0; i < 32; i = i + 1)begin
        if (i == 31) begin
            p[i] = 0;
			p[i + 1] = 0;
            if(b[i] == 1) begin
			    p[i] = {{1{!a[31]}}, ~a, 31'b0} ;
			    p[i + 1] = 0;
			    p[i + 1][31] = 1'b1;
		    end
        end
        else begin
            if (b[i] == 1) begin
                p[i] = {{32{a[31]}}, a};  
                p[i] = p[i] << i;  
            end
            else p[i] = 0;
        end
    end
end
wire [63:0] s1 [9:0];
wire [63:0] c1 [9:0];
CSA A1_1 (p[0], p[1], p[2], s1[0], c1[0]);
CSA A1_2 (p[3], p[4], p[5], s1[1], c1[1]);
CSA A1_3 (p[6], p[7], p[8], s1[2], c1[2]);
CSA A1_4 (p[9], p[10], p[11], s1[3], c1[3]);
CSA A1_5 (p[12], p[13], p[14], s1[4], c1[4]);
CSA A1_6 (p[15], p[16], p[17], s1[5], c1[5]);
CSA A1_7 (p[18], p[19], p[20], s1[6], c1[6]);
CSA A1_8 (p[21], p[22], p[23], s1[7], c1[7]);
CSA A1_9 (p[24], p[25], p[26], s1[8], c1[8]);
CSA A1_10 (p[27], p[28], p[29], s1[9], c1[9]);
wire [63:0] s2 [6:0];
wire [63:0] c2 [6:0];
CSA A2_1 (s1[0], c1[0], s1[1], s2[0], c2[0]);
CSA A2_2 (c1[1], s1[2], c1[2], s2[1], c2[1]);
CSA A2_3 (s1[3], c1[3], s1[4], s2[2], c2[2]);
CSA A2_4 (c1[4], s1[5], c1[5], s2[3], c2[3]);
CSA A2_5 (s1[6], c1[6], s1[7], s2[4], c2[4]);
CSA A2_6 (c1[7], s1[8], c1[8], s2[5], c2[5]);
CSA A2_7 (s1[9], c1[9], p[30], s2[6], c2[6]);
wire [63:0] s3 [4:0];
wire [63:0] c3 [4:0];
CSA A3_1 (s2[0], c2[0], s2[1], s3[0], c3[0]);
CSA A3_2 (c2[1], s2[2], c2[2], s3[1], c3[1]);
CSA A3_3 (s2[3], c2[3], s2[4], s3[2], c3[2]);
CSA A3_4 (c2[4], s2[5], c2[5], s3[3], c3[3]);
CSA A3_5 (s2[6], c2[6], p[31], s3[4], c3[4]);
wire [63:0] s4 [2:0];
wire [63:0] c4 [2:0];
CSA A4_1 (s3[0], c3[0], s3[1], s4[0], c4[0]);
CSA A4_2 (c3[1], s3[2], c3[2], s4[1], c4[1]);
CSA A4_3 (s3[3], c3[3], s3[4], s4[2], c4[2]);
wire [63:0] s5 [1:0];
wire [63:0] c5 [1:0];
CSA A5_1 (s4[0], c4[0], s4[1], s5[0], c5[0]);
CSA A5_2 (c4[1], s4[2], c4[2], s5[1], c5[1]);
wire [63:0] s6;
wire [63:0] c6;
CSA A6 (s5[0], c5[0], s5[1], s6, c6);
wire [63:0] s7;
wire [63:0] c7;
CSA A7 (s6, c6, c5[1], s7, c7);
wire [63:0] s8;
wire [63:0] c8;
CSA A8 (s7, c7, c3[4], s8, c8);
wire [63:0] s9;
wire [63:0] c9;
CSA A9 (s8, c8, p[32], s9, c9);
simple_Adder RESULT (s9, c9, 1'b0, c);
endmodule
$ cat flow/run.sh
#!/bin/bash
# OpenROAD 26Q1-2900-gdf79404cd8, Yosys 0.63+post, stock flow scripts
make -C /OpenROAD-flow-scripts/flow DESIGN_CONFIG=/design/flow/config.mk WORK_HOME=/design/flow/orfs finish
$ cat flow/config.mk
export PLATFORM = sky130hd
export DESIGN_NAME = multiplierTree
export DESIGN_NICKNAME = multiplierTree
export VERILOG_FILES = /design/flow/design.v
export SDC_FILE = /design/flow/constraint.sdc
export NUM_CORES = 4
export LEC_CHECK = 1
export CORE_UTILIZATION = 40
$ cat flow/constraint.sdc
current_design multiplierTree

set clk_period 22.7
set clk_io_pct 0.2

create_clock -name clk0 -period $clk_period [get_ports {clk}]

set non_clock_inputs [all_inputs -no_clocks]
set_input_delay [expr $clk_period * $clk_io_pct] -clock clk0 $non_clock_inputs
set_output_delay [expr $clk_period * $clk_io_pct] -clock clk0 [all_outputs]
==> results.py <==
# Generated from Yosys and OpenROAD reports
metrics = {
    "outcome": {
        "status": "finished, final reports clean",
    },
    "worst_setup_path": {
        "worstSetupPathDepth": 25,
        "critPathMaxStageDelay_ns": 0.72,
        "cp_slowest_cell": "fa_1",
        "crit_fanout": 27,
        "cp_common_cell": "fa_1",
        "r2r-start": "inRegB.Q[4]",
        "critPathArrivalTime_ns": 9.14,
        "critPathKind": "reg2reg",
        "worst-path-buf-inv": 6,
        "cp-end-kind": "flop",
        "worst_r2r_endpoint": "outReg.Q[52]",
        "crit_family": "adder cells",
        "worstPathRequired_ns": 23.07,
        "regToRegSetupSlack_ns": 13.93,
        "start_kind": "flop",
        "reg2reg_depth": 25,
    },
    "synth": {
        "ff_type": "dfxtp_1",
        "syn_inst": 4327,
        "ys_cells": 4327,
        "syn_area_um2": 40600,
        "synth_cell_types": 71,
        "ys_seq_elements": 128,
        "adder_share_pct": 58.0,
        "xor_area_share_pct": 1.10,
        "edf_count": 0,
        "synthMuxAreaShare_pct": 2.32,
        "netlist_logic_family_top": "adder cells",
        "ys_sh_aoi_pct": 3.56,
        "ys_warn_count": 5,
        "synthArstFlopShare_pct": 0,
        "yosysSeqAreaShare_pct": 6.31,
        "simple_gate_area_share_pct": 17.0,
        "post_synth.cell_area_avg_um2": 9.38,
        "ys_chip_area_um2": 40600,
    },
    "sta": {
        "worst_pin_slew_ns": 1.02,
        "min_period_ns": 8.77,
        "finClkSkew_ns": 0.0162,
        "max_slew_margin_pct": 30.1,
        "rsz0062_at_grt": "no",
        "slew_viol_final": 0,
        "setup_slack_ns": 13.93,
        "tns_ns": 0,
        "setup_viol": 0,
        "hold_violations": 0,
        "max_freq_mhz": 114,
        "finalClockPeriodUsage_pct": 38.6,
    },
    "global_route": {
        "antenna_found_initial": 1,
        "grt_pass1_wl_um": 175000,
        "gr-total-overflow": 0,
        "grt_use_total_pct": 23.7,
        "grt_max_degree": 56,
        "grt_pass1_vias": 30373,
    },
    "clock_tree": {
        "cts_hold_buf": 0,
        "clock_latency_ns": 0.50,
        "clk_pin_slew_ns": 0.07,
        "cts_made_buffers": 17,
        "clock_path_buffers": 2,
        "cts_resized": 0,
        "htreeDepth": 4,
        "cts-root-buf": "clkbuf_16",
        "cts_setup_buffers": 0,
        "cts_tree": "yes",
        "cts.sinks": 128,
    },
    "layout": {
        "drive_gt1_share_pct": 3.13,
        "area_delta_synth_final_pct": 7.83,
        "final_cells": 5670,
        "final_util_pct": 43.6,
        "fillers": 9629,
    },
    "route": {
        "via_count": 27429,
        "drtIter0Drc": 1080,
        "wl_um": 106000,
        "via_per_inst": 4.84,
        "wl_per_cell_um": 18.8,
        "firstDrtPassIters": 5,
        "drtAntennaViolNets": 0,
        "drc": 0,
    },
    "run": {
        "drv_cap": 0,
        "warnings": 27,
    },
    "floorplanning": {
        "die_w_um": 321,
        "dieHeight_um": 321,
        "core_area_um2": 100000,
        "io_pins": 131,
        "floorplanUtilization_pct": 40.5,
        "rows": 116,
        "dieArea_um2": 103000,
    },
    "placement": {
        "dpl.cell_count": 5637,
        "dpl.hpwl_um": 86600,
        "numPortBuffers": 130,
        "pre_cts_ws_ns": 13.97,
        "gp_congestion": 0.929,
    },
    "power": {
        "cellPowerDensity_nw_per_um2": 62.0,
        "ir_worst_vdd_mv": 0.0978,
        "p_leak_uw": 0.0195,
    },
    "worst_hold_path": {
        "hp-class": "reg2reg",
        "hold_path_depth": 2,
        "min_from": "outReg.Q[44]",
        "hold_end": "outReg.Q[44]",
    },
}
## worst max-delay path by stage
stage / startpoint / endpoint / slack, ns
4_1_cts: inRegB.Q[4] / outReg.Q[52] / 13.88
5_1_grt: inRegB.Q[4] / outReg.Q[56] / 13.41
6_report: inRegB.Q[4] / outReg.Q[52] / 13.93
## layer usage
metal | share of wire, % | track usage [%] | vias up | wire length [um]
li1 | - | - | 12415 | -
met1 | 42 | 35.0 | 13895 | 45200
met2 | 42 | 32.1 | 1041 | 44800
met3 | 14 | 14.5 | 74 | 15000
met4 | 1.2 | 2.26 | 4 | 1300
met5 | 0.097 | 0.615 | - | 103
## power breakdown
part / switching, uW / total, uW / internal, uW
Sequential: 29.2 / 293 / 264
Combinational: 1310 / 2120 / 810
Clock: 135 / 298 / 163
Total: 1480 / 2720 / 1240
## logic make-up (layout without fill, tap and decap cells)
group / count (synthesis) / in the layout
AOI/OAI and AO/OA: 226 / 226
xor gates and xnor gates: 51 / 51
adders and majority gates: 1253 / 1253
buffers and inverters: 1256 / 1241
DFF: 128 / 128
muxes: 94 / 94
other: 0 / 1
and+or+nand+nor: 1319 / 1319
## final cells by class
| cell class | instances | area [um2] | area share [%] |
|---|---|---|---|
| Multi-Input combinational cell | 2943 | 33300 | 76.1 |
| Inverter | 1005 | 3770 | 8.62 |
| Sequential cell | 128 | 2570 | 5.86 |
| Timing Repair Buffer | 204 | 1860 | 4.24 |
| Tap cell | 1357 | 1700 | 3.88 |
| Clock buffer | 18 | 429 | 0.981 |
| Clock inverter | 14 | 155 | 0.354 |
| Antenna cell | 1 | 2.50 | 0.00572 |
## flip-flops by register name (all words and copies together) (netlist names)
name      cells
inRegA.Q     32
inRegB.Q     32
outReg.Q     64
## worst min-delay path, stage by stage, from the launching register on
cell	delay [ns]
dfxtp_1	0.32
nand2_1	0.04
o21ai_0	0.06
## Yosys cell counts (3+ instances only)
master	instances	area, um2
and2_1	657	4110
a211oi_1	8	60.1
buf_2	7	35.0
fa_1	1050	21000
o211ai_1	6	45.0
inv_1	1005	3770
o21ai_0	58	290
o21ai_2	3	26.3
nor3b_1	3	22.5
a31oi_1	7	43.8
or3_1	3	18.8
buf_1	12	45.0
clkbuf_1	228	856
o21ai_1	4	20.0
nor3_1	9	45.0
a21oi_2	5	43.8
mux2i_1	94	941
nand2b_1	35	219
a21oi_1	71	355
nand3_1	15	75.1
o21a_1	6	45.0
ha_1	203	2540
nor2_1	133	499
nand2_1	415	1560
xor2_1	13	114
nand4_1	19	119
and3_1	8	50.1
xnor2_1	38	333
o21bai_1	12	90.1
nor2b_1	7	43.8
dfxtp_1	128	2560
a21o_1	18	135
## metrics by stage
step	area (um2)	hold slack, ns	total power [uW]
2_1_floorplan	40600	0.401	1690
4_1_cts	43800	0.459	2730
3_5_place_dp	43200	0.448	2390
3_3_place_gp	43200	0.441	2410
5_1_grt	43800	0.498	3000
6_report	43800	0.456	2720
## cell usage in the layout, fill, tap and decap left out, drive strengths merged, types with 94 or more instances in the layout
master | synthesis | layout
nand2 | 416 | 416
and2 | 658 | 658
inv | 1005 | 1010
nor2 | 133 | 133
ha | 203 | 203
mux2i | 94 | 94
dfxtp | 128 | 128
fa | 1050 | 1050
clkdlybuf4s50 | 1 | 128
Power is estimated from default activity; no workload was simulated.
